$ cat flow/design.v
module LCD_CTRL(clk,
                reset,
                cmd,
                cmd_valid,
                IROM_Q,
                IROM_rd,
                IROM_A,
                IRAM_valid,
                IRAM_D,
                IRAM_A,
                busy,
                done);
    input clk;
    input reset;
    input [3:0] cmd;  
    input cmd_valid;  
    input [7:0] IROM_Q;  
    output reg IROM_rd; 
    output reg [5:0] IROM_A;  
    output reg busy;  
    output reg IRAM_valid;  
    output reg [7:0] IRAM_D;  
    output reg [5:0] IRAM_A;  
    output reg done;  
parameter [3:0] Write = 4'd0,
                Shift_Up = 4'd1,
                Shift_Down = 4'd2,
                Shift_Left = 4'd3,
                Shift_Right = 4'd4,
                Max = 4'd5,
                Min = 4'd6,
                Average = 4'd7,
                Counterclockwise_Rotation = 4'd8,
                Clockwise_Rotation = 4'd9,
                Mirror_X = 4'd10,
                Mirror_Y = 4'd11;
parameter   [5:0]IDLE = 6'd0,
                 READ = 6'd1,
                 CMD = 6'd2,
                 OPERATE = 6'd3,
                 WRITE = 6'd4,
                 DONE = 6'd5;
reg[5:0]write_cnt;
reg [5:0]cs,ns;
reg[7:0]pixel[63:0];
reg[7:0]ax_x,ax_y;
wire [7:0]  left_up, 
            right_up, 
            left_down, 
            right_down; 
assign left_up =( (ax_y-8'd1)<<8'd3 ) + (ax_x - 8'd1);
assign right_up =( (ax_y-8'd1)<<8'd3 )+ ax_x;
assign left_down =( (ax_y-8'd1)<<8'd3 ) + (ax_x + 8'd7);
assign right_down =( (ax_y-8'd1)<<8'd3 )+ (ax_x + 8'd8);
wire [7:0] max_temp[1:0];
wire [7:0] max;
assign max_temp[0] = (pixel[left_up] >= pixel[left_down])? pixel[left_up]: pixel[left_down];
assign max_temp[1] = (pixel[right_up] >= pixel[right_down])? pixel[right_up]: pixel[right_down];
assign max = (max_temp[0] >= max_temp[1])? max_temp[0]: max_temp[1];
wire [7:0] min_temp[1:0];
wire [7:0] min;
assign min_temp[0] = (pixel[left_up] <= pixel[left_down])? pixel[left_up]: pixel[left_down];
assign min_temp[1] = (pixel[right_up] <= pixel[right_down])? pixel[right_up]: pixel[right_down];
assign min = (min_temp[0] <= min_temp[1])? min_temp[0]: min_temp[1];
wire [9:0] sum;
wire [7:0] avg;
assign sum = (pixel[left_up] + pixel[right_up]) + (pixel[left_down] + pixel[right_down]);
assign avg = sum>>2;
always@(posedge clk or posedge reset)begin
    if (reset)begin
        cs <= 6'h0;
        cs[IDLE] <= 1'b1;
    end 
    else 
        cs <= ns ;
end
always@(*) begin
    ns = 6'b0;
    case (1'b1)
            cs[IDLE]:   ns[READ] = 1'b1;
            cs[READ]:   if (IROM_A == 6'h3f) ns[CMD] = 1'b1 ; else ns[READ] = 1'b1;
            cs[CMD]:    if(cmd == 4'd0) ns[WRITE] = 1'b1;  else if(cmd_valid == 1'b1) ns[OPERATE] = 1'b1;
                                    else ns[CMD] = 1'b1;
            cs[OPERATE]: ns[CMD] = 1'b1;
            cs[WRITE]:  if (IRAM_A == 6'h3f) ns[DONE] = 1'b1; else ns[WRITE] = 1'b1;
            cs[DONE]:   if (done) ns[IDLE] = 1'b1;
    endcase
end
always@(posedge clk or posedge reset)begin
    if  (reset)begin
        busy       <= 1'b1;
        done       <= 1'b0;
        IROM_rd    <= 1'b0;
        IROM_A     <= 6'b0;
        IRAM_D     <= 8'b0; 
        IRAM_A     <= 6'b0;
        IRAM_valid <= 1'b0;
        ax_x <= 6'd4;
        ax_y <= 6'd4;
        write_cnt <= 6'd0;
    end
    else begin
            case (1'b1)
                cs[IDLE]:   begin
                                IROM_rd <= 1'b1;
                                busy <= 1'b1;
                            end
                cs[READ]:   begin
                                IROM_A <= IROM_A + 1'b1;
                                pixel[IROM_A] <= IROM_Q;
                                if  (IRAM_A == 6'h3f) busy <= 1'b0;
                            end
                cs[CMD]:    begin
                                busy <= 1'b0;
                                case (cmd)
                                Write:  begin 
                                        end
                                Shift_Up:  begin
                                                if(ax_y == 6'd1) ax_y <= 6'd1;
                                                else ax_y <= ax_y - 1'b1;
                                            end
                                Shift_Down:begin
                                                if(ax_y == 6'd7) ax_y <= 6'd7;
                                                else ax_y <= ax_y + 1'b1;
                                            end
                                Shift_Left:begin
                                                if(ax_x == 6'd1) ax_x <= 6'd1;
                                                else ax_x <= ax_x - 1'b1;
                                            end
                                Shift_Right:begin
                                                if(ax_x == 6'd7) ax_x <= 6'd7;
                                                else ax_x <= ax_x + 1'b1;
                                            end
                                Max:        begin
                                                pixel[left_up] <= max;
                                                pixel[left_down] <= max;
                                                pixel[right_up] <= max;
                                                pixel[right_down] <= max;
                                            end
                                Min:        begin
                                                pixel[left_up] <= min;
                                                pixel[left_down] <= min;
                                                pixel[right_up] <= min;
                                                pixel[right_down] <= min;
                                            end
                                Average:    begin
                                                pixel[left_up] <= avg;
                                                pixel[left_down] <= avg;
                                                pixel[right_up] <= avg;
                                                pixel[right_down] <= avg;
                                            end
                Counterclockwise_Rotation:  begin
                                                pixel[left_up] <= pixel[right_up];
                                                pixel[left_down] <= pixel[left_up];
                                                pixel[right_down] <= pixel[left_down];
                                                pixel[right_up] <= pixel[right_down];
                                            end
                    Clockwise_Rotation:   begin
                                                pixel[right_up] <= pixel[left_up];
                                                pixel[right_down] <= pixel[right_up];
                                                pixel[left_down] <= pixel[right_down];
                                                pixel[left_up] <= pixel[left_down];
                                            end
                                Mirror_X:   begin
                                                pixel[left_down] <= pixel[left_up];
                                                pixel[right_down] <= pixel[right_up];
                                                pixel[left_up] <= pixel[left_down];
                                                pixel[right_up] <= pixel[right_down];
                                            end
                                Mirror_Y:   begin
                                                pixel[right_up] <= pixel[left_up];
                                                pixel[left_up] <= pixel[right_up];
                                                pixel[left_down] <= pixel[right_down];
                                                pixel[right_down] <= pixel[left_down];
                                            end
                                default:begin end
                                endcase
                            end
                cs[OPERATE]:begin
                            busy <= 1'b1 ;
                            end
                cs[WRITE]:  begin
                            IRAM_valid <= 1'b1;
                            busy <= 1'b1;
                            if (IRAM_valid == 1'b1) begin
                                IRAM_A <= write_cnt;
                                IRAM_D <= pixel[write_cnt];
                                write_cnt <= write_cnt + 1'b1;
                            end
                            end
                cs[DONE]:   begin
                            busy <= 1'b0;
                            done <= 1'b1;
                            write_cnt <= 6'd0;
                            end
            default:begin end
        endcase
    end
end
endmodule
$ cat flow/run.sh
#!/bin/bash
# OpenROAD 26Q1-2900-gdf79404cd8, Yosys 0.63+post, stock flow scripts
make -C /OpenROAD-flow-scripts/flow DESIGN_CONFIG=/design/flow/config.mk WORK_HOME=/design/flow/orfs finish
$ cat flow/config.mk
export PLATFORM = sky130hd
export DESIGN_NAME = LCD_CTRL
export DESIGN_NICKNAME = LCD_CTRL
export VERILOG_FILES = /design/flow/design.v
export SDC_FILE = /design/flow/constraint.sdc
export NUM_CORES = 4
export LEC_CHECK = 1
export CORE_UTILIZATION = 40
$ cat flow/constraint.sdc
current_design LCD_CTRL

set clk_period 32.7
set clk_io_pct 0.2

create_clock -name clk0 -period $clk_period [get_ports {clk}]

set non_clock_inputs [all_inputs -no_clocks]
set_input_delay [expr $clk_period * $clk_io_pct] -clock clk0 $non_clock_inputs
set_output_delay [expr $clk_period * $clk_io_pct] -clock clk0 [all_outputs]
==> results_dict.tcl <==
# metrics dict for downstream scripts
set metrics [dict create \
    synth_area_mm2 0.1163 \
    io_pins 39 \
    yosys.area.top_type "edfxtp_1" \
    grt_pass1_vias 210900 \
    postCtsSetupBuffers 0 \
    firstError "[ERROR GRT-0116] Global routing finished with congestion. Check the congestion regions in the DRC Viewer." \
    place_inst 21810 \
    ys_seq_share_pct 14.34 \
    yosysChipArea_mm2 0.1163 \
    grt_usage_pct 105.7 \
    post_cts_resized 0 \
    avgSynthCellArea_um2 6.325 \
    async_flop_share_pct 9.220 \
    clock-root-buffer "clkbuf_16" \
    dpl_cell_area_mm2 0.1289 \
    clockBufferDepth 4 \
    ys.flops 564 \
    ctsHoldBuffers 0 \
    top_cell "o21ai_0" \
    grt_max_degree 84 \
    synth_warnings 2 \
    overflow 22080 \
    synth-edff-count 512 \
    ff_type "edfxtp_1" \
    ys_cells 18390 \
    port_buffers 38 \
    cts_buffers 90 \
    dpl.hpwl_um 1070000 \
    stop_stage "global routing" \
    die_h_um 541.2 \
    rows 197 \
    clock_sinks 564 \
    h-tree-depth 3 \
    globalplace.congestion 1.602 \
    outcome "aborted with a tool error" \
    yosys-top-cells-area "edfxtp_1 13%, o21ai_0 9.0%, a21oi_1 9.0%" \
    netlist.area_leader.share_pct 13.22 \
    grt_first_pass_wirelength_um 2113000 \
    common_cells "2,092 x o21ai_0, 2,083 x a21oi_1, 2,042 x nand2_1" \
    synth_cells 18390 \
    ys_types 117 \
    die_w_um 541.2 \
    initCoreUtil_pct 40.29 \
]
==> kinds of logic after synthesis <==
logic type	count (synthesis)	synth area share, %
multiplexers	233	2.106
AND-OR/OR-AND	9190	51.78
XOR/XNOR	32	0.2797
adder cells (fa/ha/maj)	99	1.186
flip-flops	564	14.34
AND/OR/NAND/NOR	5700	21.64
buffers and inverters	2568	8.664
==> routing by layer <==
| metal | GRT usage, % | overflow |
|---|---|---|
| met4 | 101.9 | 3502 |
| met3 | 101.1 | 3130 |
| met2 | 116.3 | 11940 |
| met5 | 93.64 | 400 |
| met1 | 101.9 | 3113 |
==> stage by stage <==
| stage | total power, mW | worst slack (ns) |
|---|---|---|
| 3_3_place_gp | 127.0 | 19.10 |
| 4_1_cts | 128.3 | 19.18 |
| 3_5_place_dp | 127.0 | 19.19 |
| 2_1_floorplan | 69.87 | 22.44 |
Power is estimated from default activity; no workload was simulated.
